### ./config.mk
export PLATFORM = sky130hd
export DESIGN_NAME = top
export DESIGN_NICKNAME = top
export VERILOG_FILES = /design/flow/design.v
export SDC_FILE = /design/flow/constraint.sdc
export NUM_CORES = 4
export LEC_CHECK = 1
export CORE_UTILIZATION = 50
### ./constraint.sdc
current_design top

set clk_period 8.9
set clk_io_pct 0.2

create_clock -name clk0 -period $clk_period [get_ports {clk}]

set non_clock_inputs [all_inputs -no_clocks]
set_input_delay [expr $clk_period * $clk_io_pct] -clock clk0 $non_clock_inputs
set_output_delay [expr $clk_period * $clk_io_pct] -clock clk0 [all_outputs]
### ./design.v
`timescale 1ns / 1ps
module apb_master(
  input pclk,
  input prst,
  input pwrite_m,
  input [31:0] pwdata_m,
  input [31:0] paddr_m,
  input [1:0] pselx_m,
  input pready,  
  input valid,
  output pwrite_s,
  output [1:0] pselx_s,
  output reg penable = 0,
  output [31:0] paddr_s,
  output [31:0] pwdata_s
    );
  reg [31:0] paddr_reg=0;
  reg pwrite_reg=0;
  reg [31:0] pwdata_reg=0;
  reg [1:0] pselx_reg=0;
  parameter IDLE = 2'b00;
  parameter SETUP = 2'b01;
  parameter ACCESS = 2'b10;
  reg [1:0] state = 2'b00;
always @(posedge pclk) begin
case(state)
IDLE: begin
  pselx_reg <= 0;
  penable <= 0;
    if(valid)begin
      state <= SETUP;
    end
    else
    state <= IDLE;
end
SETUP: begin
  pselx_reg <= pselx_m;
  penable <= 1'b0;
  state <= ACCESS;
end
ACCESS: begin
    penable <= 1'b1;
    if(pwrite_m == 1) begin   
      paddr_reg <= paddr_m;
      pwrite_reg <= pwrite_m;
      pwdata_reg <= pwdata_m;
    end
    if(pready) begin
     state <= IDLE;
     penable <= 1'b0;
    end
    else begin
      state <= ACCESS;
    end
end
endcase
end
  assign paddr_s = paddr_reg;
  assign pwrite_s = pwrite_reg;
  assign pwdata_s = pwdata_reg;
  assign pselx_s = pselx_reg;
endmodule
`timescale 1ns / 1ps
module connection_receiver_master(
  input clk,
  input valid_tx,
  input [7:0] dout,
  input pready,
  output reg [1:0] pselx_m = 0,
  output reg [31:0] pwdata_m = 0,
  output reg [31:0] paddr_m = 0,
  output reg pwrite_m = 0,
  output reg valid = 0
    );
  reg [2:0] state = 0;
  reg [2:0] count1 = 0;
  reg [2:0] count2 = 0;
  parameter IDLE = 3'b000;
  parameter SEL = 3'b001;
  parameter WR_EN = 3'b010;
  parameter DATA = 3'b011;
  parameter ADDR = 3'b100;
  parameter WAIT = 3'b101;
always @(posedge clk) begin
case(state)
IDLE: begin
  pselx_m <= 0;
  pwdata_m <= 0;
  paddr_m <= 0;
  pwrite_m <= 0;
  valid <= 0;
  count1 <= 0;
  count2 <= 0; 
  state <= SEL;           
end
SEL: begin
  if(valid_tx == 1'b1) begin
    pselx_m <= dout[1:0];
    state <= WR_EN;
  end
  else
    state <= SEL;
end
WR_EN: begin
  if(valid_tx == 1'b1)begin
    pwrite_m <= dout[0];
    state <= DATA; 
  end
  else
    state <= WR_EN;  
end
DATA: begin
  if(valid_tx == 1'b1) begin 
    if(count1 < 3)begin
      pwdata_m[32-(count1*8)-1 -:8] <= dout;
      count1 <= count1+1;
      state <= DATA;  
    end else begin
      pwdata_m[32-(count1*8)-1 -:8] <= dout;
      count1 <= 0;
      state <= ADDR;  
    end
  end
end
ADDR: begin
  if(valid_tx == 1'b1) begin
    if(count2 < 3)begin
      paddr_m[32-(count2*8)-1 -:8] <= dout;
      count2 <= count2+1; 
      state <= ADDR;
      valid <= 1'b0;
    end else begin
      paddr_m[32-(count2*8)-1 -:8] <= dout;
      count2 <= 0;
      valid <= 1'b1;
      state <= WAIT;      
    end
  end 
 end
WAIT: begin
    valid <= 0;
    if(pready) begin
      state <= IDLE;
    end
end 
endcase
end   
endmodule
module connection_slave2_transmitter(
  input [31:0] data_in_s,
  input clk,
  input valid_fsm_s,
  input done,
  input tx_busy,
  input [31:0] addr_s,
  output reg valid = 0,
  output reg [7:0] data_out = 0,
  output reg pready_slave = 0,
  output reg [31:0] addr_out = 0
    );
   reg [3:0] counter = 0;
   reg [1:0] state = 0;
   reg r_check_last = 0;
    always @(posedge clk) begin
      case(state)
        0: begin
          valid <= 1'b0;
          pready_slave <= 1'b0;
          if(valid_fsm_s) begin
            state <= 1;
          end
          else begin
            state <= 0;
          end
        end
        1: begin
          addr_out <= addr_s;
          if(counter < 3) begin
            data_out <= data_in_s[32-(counter*8)-1 -:8];
            counter <= counter+1; 
            valid <= 1'b1;
            state <= 2;
          end
          else begin
            data_out <= data_in_s[32-(counter*8)-1 -:8];
            counter <= 0; 
            state <= 0;
          end
        end
        2: begin
          valid <= 1'b0;
          if(done) begin
            pready_slave <= 1'b1;
            state <= 1;
          end
          else begin
            state <= 2;
            pready_slave <= 1'b0;
          end
        end
       endcase      
    end
endmodule
module demux_slave(
  input clk,
  input [1:0] sel,
  input [31:0] data,
  input [31:0] addr,
  output [65:0] psel_s1,
  output [65:0] psel_s2
);
assign psel_s1 = (sel == 2'b10)? {data, sel, addr} : 66'd0;
assign psel_s2 = (sel == 2'b01)? {data, sel, addr} : 66'd0;
endmodule
module mux_pready(
  input clk,
  input [1:0] sel,
  input pready_mas1,
  input pready_mas2,
  output reg pready = 0
  );
  always @(posedge clk) begin
    if (sel == 2'b10)
        pready <= pready_mas1;
    else
        pready <= pready_mas2;
  end
  endmodule
`timescale 1ns / 1ps
module receiver #(parameter clks_per_bit = 50)(
  input clk,
  input din,
  output reg [7:0] dout = 0,
  output reg valid = 0
    );
  reg [3:0] state = 0;
  reg [13:0] counter1 = 0;
  reg [3:0] counter2 = 0;
  parameter IDLE = 3'b000;
  parameter START_BIT = 3'b001;
  parameter DATA_BIT = 3'b010;
  parameter STOP_BIT = 3'b011;
  always @(posedge clk) begin
  case(state)
  IDLE: begin
    counter1 <= 0;
    counter2 <= 0;
    valid <= 1'b0;
    if(din == 1'b0) begin
      state <= START_BIT;
    end
    else begin
      state <= IDLE;
    end  
  end
  START_BIT: begin
    if(counter1 < clks_per_bit/2) begin
      counter1 <= counter1+1;
      state <= START_BIT; 
    end
    else begin
      counter1 <= 0;
      state <= DATA_BIT;
    end
  end
  DATA_BIT: begin
    if(counter1 <= clks_per_bit)begin
      counter1 <= counter1+1;
      state <= DATA_BIT;
    end
    else begin
      counter1 <= 0;
      if(counter2 <= 4'b0111)begin
        dout[counter2] <= din;
        counter2 <= counter2+1;
      end
      else begin
        counter2 <= 0;
        state <= STOP_BIT;
      end
    end
  end
  STOP_BIT: begin
  if (din == 1'b1) begin
    if(counter1 <= clks_per_bit)begin
      valid <= 1'b0;
      counter1 <= counter1+1;
      state <= STOP_BIT;
    end
    else begin
      valid <= 1'b1;
      state <= IDLE;
    end
  end
  else begin
    state <= STOP_BIT;
  end
 end 
  endcase
  end  
endmodule
module slave(
input penable,
input [31:0] pwdata_in,
input clk,
input [1:0] psel,
input pready_tr_in,
input pwrite,
input [31:0] addr,
output reg [31:0] pwdata_out = 0,
output reg valid_fsm = 0,
output reg pready_out = 0,
output reg [31:0] addr_out = 0
);
reg [1:0] state;
  parameter IDLE = 2'b00;
  parameter NEXT = 2'b01;
  parameter WAIT_FOR_COMPLETION = 2'b10;
  parameter CLEANUP = 2'b11;
always @(posedge clk) begin
  case (state) 
  IDLE: begin
    pwdata_out <= 0;
    valid_fsm <= 0;
    pready_out <= 0;
    addr_out <= 0; 
      if(penable == 1'b1) begin
        state <= NEXT;
      end
   end   
  NEXT: begin   
          if(pwrite == 1'b1) begin
            pwdata_out <= pwdata_in;
            addr_out <= addr;
            valid_fsm <= 1'b1;
            pready_out <= 1'b1;  
            state <= WAIT_FOR_COMPLETION;
          end  
  end
  WAIT_FOR_COMPLETION: begin
        if (pready_out)
          state <= CLEANUP;  
  end
  CLEANUP: begin
     valid_fsm <= 1'b0;
     pready_out <= 0;
     state <= IDLE;
  end
  endcase
end    
endmodule
`timescale 1ns / 1ps
module top(
  input clk,
  input din_rx,
  output dout_tx_s1,
  output dout_tx_s2,
  output [31:0] addr_tx_s1,
  output [31:0] addr_tx_s2
    );
  wire [7:0] dout_rx;
  wire valid_rx;
  wire [1:0] sel;
  wire [31:0] data;
  wire [31:0] addr_rx;
  wire en;
  wire valid_master;
  wire penable;
  wire pwrite_slave;
  wire pready_fsm;
  wire [1:0] psel_slave;
  wire pready_master;
  wire valid_slave;
  wire [31:0] addr_slave;
  wire test_valid;
  wire [31:0] din_tx;
  wire [31:0] data_fsm1;
  wire [31:0] data_fsm2;
  wire valid_fsm_s1;
  wire valid_fsm_s2;
  wire valid_tx;
  wire [7:0] data_tx;
  wire dout_tx_in;
  wire done;
  wire [31:0] addr_fsm1;
  wire [31:0] addr_fsm2;
  wire tx_busy;
  wire [65:0] psel_slave1;
  wire [65:0] psel_slave2;
  wire valid_tx2;
  wire [7:0] data_tx2;
  wire done2;
  wire tx_busy2;
  wire pready_fsm2;
  wire pready_fsm1;
  wire pready_fsm_mas;
  receiver dut0(
  .clk(clk),
  .din(din_rx),
  .dout(dout_rx),
  .valid(valid_rx)
  );
  connection_receiver_master dut1(
  .clk(clk),
  .valid_tx(valid_rx),
  .dout(dout_rx),
  .pselx_m(sel),
  .pwdata_m(data),
  .paddr_m(addr_rx),
  .pwrite_m(en),
  .pready(pready_fsm),
  .valid(valid_master)
  );
  apb_master dut2(
  .pclk(clk),
  .pwrite_m(en),
  .pwdata_m(data),
  .paddr_m(addr_rx),
  .pselx_m(sel),
  .pready(pready_fsm_mas),
  .valid(valid_master),
  .pwrite_s(pwrite_slave),
  .pselx_s(psel_slave),
  .penable(penable),
  .paddr_s(addr_slave),
  .pwdata_s(din_tx)
  );
  demux_slave dut3(
  .clk(clk),
  .sel(psel_slave),
  .data(din_tx),
  .addr(addr_slave),
  .psel_s1(psel_slave1),
  .psel_s2(psel_slave2)
  );
  mux_pready dut4(
  .sel(psel_slave),
  .pready(pready_fsm_mas),
  .pready_mas1(pready_fsm1),
  .pready_mas2(pready_fsm2)
  );
  slave dut5 (
  .penable(penable),
  .pwdata_in(psel_slave1[65:34]),
  .clk(clk),
  .addr(psel_slave1[31:0]),
  .psel(psel_slave1[33:32]),
  .pready_tr_in(),
  .pwdata_out(data_fsm1),
  .valid_fsm(valid_fsm_s1),
  .pready_out(),
  .pwrite(pwrite_slave),
  .addr_out(addr_fsm1)
  );
  slave dut6 (
  .penable(penable),
  .pwdata_in(psel_slave2[65:34]),
  .clk(clk),
  .addr(psel_slave2[31:0]),
  .psel(psel_slave2[33:32]),
  .pready_tr_in(),
  .pwdata_out(data_fsm2),
  .valid_fsm(valid_fsm_s2),
  .pready_out(),
  .pwrite(pwrite_slave),
  .addr_out(addr_fsm2)
  );
  connection_slave2_transmitter dut7(
  .data_in_s(data_fsm1),
  .clk(clk),
  .addr_s(addr_fsm1),
  .valid_fsm_s(valid_fsm_s1),
  .valid(valid_tx),
  .data_out(data_tx),
  .done(done),
  .addr_out(addr_tx_s1),
  .tx_busy(tx_busy),
  .pready_slave(pready_fsm1)
    );
  connection_slave2_transmitter dut8(
  .data_in_s(data_fsm2),
  .clk(clk),
  .addr_s(addr_fsm2),
  .valid_fsm_s(valid_fsm_s2),
  .valid(valid_tx2),
  .data_out(data_tx2),
  .done(done2),
  .addr_out(addr_tx_s2),
  .tx_busy(tx_busy2),
  .pready_slave(pready_fsm2)
    );    
  transmitter dut9(
  .clk(clk),
  .valid(valid_tx),
  .din(data_tx),
  .dout(dout_tx_s1),
  .valid_test(),
  .tx_busy(tx_busy),
  .done(done)
  );
  transmitter dut10(
  .clk(clk),
  .valid(valid_tx2),
  .din(data_tx2),
  .dout(dout_tx_s2),
  .valid_test(),
  .tx_busy(tx_busy2),
  .done(done2)
  );
endmodule
`timescale 1ns / 1ps
module transmitter #(parameter clks_per_bit = 50)(
  input clk,
  input valid,
  input [7:0] din,
  output reg dout = 0,
  output reg done = 0,
  output reg tx_busy = 0,
  output reg valid_test = 0
    );
  reg [3:0] state = 0;
  reg [13:0] counter1 = 0;
  reg [3:0] counter2 = 0;
  reg [7:0] r_din = 0;
  parameter IDLE = 3'b000;
  parameter START_BIT = 3'b001;
  parameter DATA_BIT = 3'b010;
  parameter STOP_BIT = 3'b011;
  always @(posedge clk) begin
    case (state)
    IDLE: begin
      counter2 <= 0;
      dout <= 1'b1;
      counter1 <= 0;
      done <= 0;
      valid_test = 0;
        if(valid) begin 
          state <= START_BIT;
          r_din <= din;
          tx_busy <= 1;
        end
        else begin
          state <= IDLE;
        end 
    end   
    START_BIT: begin
      if(counter1 <= clks_per_bit-1) begin
        counter1 <= counter1 + 1;
        state <= START_BIT;
      end
      else begin
        dout <= 1'b0;
        counter1 <= 0;
        state <= DATA_BIT;
      end
    end
    DATA_BIT: begin
      if(counter1 <= clks_per_bit-1) begin
        counter1 <= counter1 + 1;
        state <= DATA_BIT; 
      end 
      else begin
        counter1 <= 0;
        if(counter2 <= 4'b0111) begin
            dout <= r_din[counter2];
            counter2 <= counter2 + 1;
            state <= DATA_BIT;
          end 
          else begin
            counter2 <= 0;
            state <= STOP_BIT;
          end
      end        
    end    
    STOP_BIT: begin
      if(counter1 <= clks_per_bit-1) begin
        dout <= 1'b1;
        counter1 <= counter1 + 1;
        done <= 1'b0; 
        state <= STOP_BIT;
      end
      else begin
        counter1 <= 0;
        done <= 1'b1; 
        state <= IDLE;
        tx_busy <= 0;
      end
    end
    endcase  
  end  
endmodule
### ./run.sh
#!/bin/bash
# OpenROAD 26Q1-2900-gdf79404cd8, Yosys 0.63+post, stock flow scripts
make -C /OpenROAD-flow-scripts/flow DESIGN_CONFIG=/design/flow/config.mk WORK_HOME=/design/flow/orfs finish
==> reports/results.ini <==
[status]
status=finished clean

[power]
power.share.clock=0.247
power_mw=7.97
total_leakage_power_nw=8.17
p_int_mw=5.53
vdd_drop_max_v=0.000252
p_sw_frac=0.306
switchingPower_mw=2.44
power_frac_seq=0.500
p_per_area_nw_per_um2=355
p_comb_frac=0.252

[detailed_routing]
drt_first_pass_iters=4
drc_errors=0
detail_route.wl_per_cell_um=17.1
postRouteAntennaNets=0
drtIter0Drc=496
n_antenna_cell=0
wirelength_mm=33.5
avgViaCountPerCell=5.19
vias=10200

[grt]
grt_pass1_wl_mm=54.2
grtUsageTotal=0.197
grt_pass1_vias=10300
grt_max_degree=65
overflow=0
antenna_found_initial=0

[sta]
skew_ns=0.0148
period_used_share=0.456
setup_viol=0
finalCriticalPeriod_ns=4.06
finalWorstSetupSlack_ns=4.84
fmax_mhz=246
slew_headroom=0.397
rsz0062_at_grt=false
holdWs_ns=0.415
hold_violations=0
tns_ns=0
slew_viol_final=0
tightest_slew_ns=0.897

[synth]
synth-main-ff-cell=edfxtp_1
synth.avg_cell_area_um2=15.2
async_reset_ff_frac=0
ys_cells=1279
netlist.area_leader.share=0.711
synth_flop_count=468
syn_area_um2=19400
synth.area.top_cells=edfxtp_1 (71%), and2_1 (4.5%), ha_1 (3.5%), mux4_2 (2.3%), nor2_1 (2.2%)
synth_top_cell_by_area=edfxtp_1
synth_chip_area_um2=19400
synthDistinctLibCells=59
synthCells=1279
yosys_warnings=9
edf_count=460
postSynthSeqShare=0.719

[hold_path]
hp-class=reg -> reg
min_from=dut6.addr_out[2]$_SDFFCE_PN0P_

[worst_setup_path]
cp_max_fo=10
worst-path-buf-inv=1
cp_top_family=AND-OR/OR-AND gates
startpoint=dut1.count1[0]$_SDFFCE_PN0P_
crit_type=reg -> reg
crit_required_ns=9.35
r2r_start=dut1.count1[0]$_SDFFCE_PN0P_
startpoint_type=flop
endpoint_kind=flop
cpPeakStageDelay_ns=0.56
cp_slowest_cell=a2111o_1
arrival_ns=4.51
crit_chain=inv_1 > ha_1 > nor2_1 > o21ai_0 > ha_1 > nor3b_1 > o21bai_1 > a2111o_1 > a2111o_1 > nor4_4 > a22o_1

[job]
drv_cap=0
warning_count=58

[place]
place_area_um2=20900
dp_cells=1868
dp_slack_ns=4.92
gp_routability_congestion=0.860
io_buffers=67
dpl.hpwl_mm=21.0

[floorplanning]
fp_util=0.512
die_h_um=199
fp-row-count=71
dieArea_um2=39700
core_um2=37900
die_x_um=199
io_pins=68

[clock_tree]
tritoncts=yes
clkSlewWorstSetupHoldPaths_ns=0.06
clk_latency_ns=0.58
clkSinkCount=468
cts_setup_buffers=0
cts_root_buffer=clkbuf_16
numCtsBuffers=49
clockBufferDepth=3
cts_htree_levels=2
hold_buffers=0
cts_resized=0

[layout]
area_delta_synth_final_pct=15.5
fin_util=0.591
drive_gt1_frac=0.0884
instances_no_fill=1959
fillCellCount=2854
fin_area_um2=22400

kinds of logic (layout without fill, tap and decap cells):
| family | after synthesis | count (layout) | synth area share |
|---|---|---|---|
| muxes | 54 | 54 | 0.0408 |
| buffers and inverters | 106 | 230 | 0.0213 |
| adders and majority gates | 54 | 54 | 0.0348 |
| other | 2 | 47 | 0.000387 |
| xor gates and xnor gates | 35 | 35 | 0.0180 |
| AOI/OAI and AO/OA | 133 | 133 | 0.0474 |
| and+or+nand+nor | 427 | 427 | 0.118 |
| DFF | 468 | 468 | 0.719 |
worst reg2reg max path: stages, from the launching register on:
cell,delay [ns]
edfxtp_1,0.48
inv_1,0.13
ha_1,0.40
nor2_1,0.23
o21ai_0,0.15
ha_1,0.36
nor3b_1,0.36
o21bai_1,0.10
a2111o_1,0.41
a2111o_1,0.56
nor4_4,0.55
a22o_1,0.21
layout by cell type, fill, tap and decap left out, drive strengths merged, types with 4 or more instances in the layout:
cell type / instances
edfxtp: 460
and2: 140
nor2: 112
clkdlybuf4s50: 67
clkbuf: 64
inv: 61
ha: 54
conb: 47
nand2: 41
a22o: 37
mux2i: 32
a21oi: 31
o21ai: 29
nand3: 27
nor2b: 25
nor3: 22
xnor2: 20
mux4: 20
clkinv: 19
and3: 17
buf: 14
xor2: 12
nor4: 10
nand2b: 9
dfxtp: 8
nor3b: 5
a31oi: 4
or2: 4
nand4: 4
a211oi: 4
cells in the mapped netlist, types with 9 or more instances:
library cell and instances:
a21oi_1 31, clkbuf_1 40, nand2_1 41, edfxtp_1 460, nor3_1 22, mux4_2 20, mux2i_1 32, xnor2_1 20
and2_1 139, a22o_1 37, ha_1 54, nand3_1 27, inv_1 58, nor2_1 112, nand2b_1 9, o21ai_0 29
and3_1 17, nor2b_1 25, xor2_1 12
power by group through the flow:
stage / sequential (mW) / clock, mW / combinational, mW
after CTS: 4.01 / 2.03 / 2.05
after global routing: 4.10 / 2.12 / 2.26
final: 3.99 / 1.97 / 2.01
area by class of cell:
type | count | area, µm² | area share
Tap cell | 511 | 639 | 0.0285
Inverter | 58 | 218 | 0.00970
Timing Repair Buffer | 81 | 776 | 0.0346
Multi-Input combinational cell | 750 | 5260 | 0.234
Sequential cell | 468 | 14000 | 0.623
Clock buffer | 64 | 1350 | 0.0600
Clock inverter | 27 | 226 | 0.0101
per-layer routing:
metal | share of wire | global-route usage | wire [µm] | vias up
met4 | 0.021 | 0.0356 | 694 | 0
met3 | 0.092 | 0.0806 | 3090 | 58
li1 | - | - | - | 4935
met2 | 0.46 | 0.278 | 15300 | 275
met1 | 0.43 | 0.332 | 14400 | 4896
met5 | 0 | 0 | 0 | -
worst paths after layout:
path,end,slack (ns),cells after the start
min,dut8.addr_out[2]$_DFFE_PP_,0.42,0
min reg2reg,dut8.addr_out[2]$_DFFE_PP_,0.42,0
max reg2reg,dut1.pwdata_m[8]$_SDFFCE_PP0P_,4.84,11
max,dut1.pwdata_m[8]$_SDFFCE_PP0P_,4.84,11
Power and IR drop assume default switching activity.
